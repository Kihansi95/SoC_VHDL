==> /design/flow/design.v <==
module vga_text_mode (
  input sys_clk,
  input sys_rst,
  input [6:0] pa,
  input [10:0] ca,
  output [7:0] p,
  output [15:0] text_dw,
  output   [10:0] text_a,
  output text_we,
  input [15:0] text_dr,
  output [7:0] font_dw,
  output   [12:0] font_a,
  output font_we,
  input [7:0] font_dr
);
reg [25:0] bc;
reg beo;
reg [7:0] colors [15:0];
wire pixel;
wire [7:0] color_fg;
wire [7:0] color_bg;
wire blink;
task init_sys;
begin
  bc <= 26'b0;
  beo <= 1'b0;
  colors[0] <= 8'h00;  
  colors[1] <= 8'h03;  
  colors[2] <= 8'h17;  
  colors[3] <= 8'h1b;  
  colors[4] <= 8'h8f;  
  colors[5] <= 8'h93;  
  colors[6] <= 8'h9b;  
  colors[7] <= 8'haa;  
  colors[8] <= 8'h55;  
  colors[9] <= 8'h59;  
  colors[10] <= 8'h6d;  
  colors[11] <= 8'h71;  
  colors[12] <= 8'he5;  
  colors[13] <= 8'he9;  
  colors[14] <= 8'hfc;  
  colors[15] <= 8'hff;  
end
endtask
initial begin
  init_sys;
end
always @(posedge sys_clk) begin
  if (sys_rst) begin
    init_sys;
  end else begin
    if (bc < 49999999) begin
      bc <= bc + 1'b1;
    end else begin
      bc <= 26'b0;
      beo <= (beo) ? 1'b0 : 1'b1;
    end
  end
end
assign text_we = 1'b0;
assign text_dw = 8'b0;
assign font_we = 1'b0;
assign font_dw = 16'b0;
assign text_a = ca;
assign font_a = (text_dr[7:0] * 13'd14) + (pa >> 3);
assign color_fg = colors[text_dr[11:8]];
assign color_bg = colors[text_dr[14:12]];
assign blink = text_dr[15];
assign pixel = ((font_dr >> (pa & 7)) & 1);
assign p = (pixel & ~(blink & beo)) ? color_fg : color_bg;
endmodule
==> /design/flow/run.sh <==
#!/bin/bash
# OpenROAD 26Q1-2900-gdf79404cd8, Yosys 0.63+post, stock flow scripts
make -C /OpenROAD-flow-scripts/flow DESIGN_CONFIG=/design/flow/config.mk WORK_HOME=/design/flow/orfs finish
==> /design/flow/config.mk <==
export PLATFORM = sky130hd
export DESIGN_NAME = vga_text_mode
export DESIGN_NICKNAME = vga_text_mode
export VERILOG_FILES = /design/flow/design.v
export SDC_FILE = /design/flow/constraint.sdc
export NUM_CORES = 4
export LEC_CHECK = 1
export CORE_UTILIZATION = 50
==> /design/flow/constraint.sdc <==
current_design vga_text_mode

set clk_period 4.8
set clk_io_pct 0.2

create_clock -name clk0 -period $clk_period [get_ports {sys_clk}]

set non_clock_inputs [all_inputs -no_clocks]
set_input_delay [expr $clk_period * $clk_io_pct] -clock clk0 $non_clock_inputs
set_output_delay [expr $clk_period * $clk_io_pct] -clock clk0 [all_outputs]
==> results.txt <==
Implementation results. The flow ran to the end, and the final reports show no timing, DRC or antenna violations. For reference, the placement row count at floorplan is 25. Global-route wire length before repair landed at 7490 µm. The OpenROAD report gives the critical path a data arrival time of 3.75 ns. Looking at the clock tree report, the maximum root-to-sink buffer count equals 2. For the worst reg-to-reg path, the endpoint reported by OpenROAD is bc[5]$_SDFF_PP0_. Cells with a size suffix above 1 make up 17.0% of the layout. Met3 capacity usage during global routing landed at 1.25%.

Per the final timing report, the hold violations number 0. The post-synth count of flops with an enable pin is 0. Routing usage on met1 landed at 27.8%. After global routing, the most crowded layer is met1. For this run, the leading register cell type out of synthesis is dfxtp_1. TritonCTS built the clock tree.

The report puts the cell count of the worst reg-to-reg path at 7. Per-cell routed wire length landed at 10.6 µm. Insertion delay at the late pin of the worst-skew pair landed at 0.27 ns.

Final period utilization landed at 98.2%. Between the synthesized netlist and the finished layout, the area growth was recorded as 29.1%. The final timing report lists a max-slew violation count of 0. Number of remaining DRC errors landed at 0. Total area of sequential cells landed at 541 µm².

Synthesized instance count landed at 306. Area of the core landed at 0.00482 mm². Before any placement, the netlist area is recorded as 0.00255 mm². Number of antenna violations at the first check in global routing landed at 0. Measured on the finished design, the core utilization comes to 68.4%. The startpoint identified for the worst register-to-register timing path is bc[0]$_SDFF_PP0_.

After its last routability iteration, the placer logged a weighted congestion of 0.799. In this run the worst setup path begins at text_dr[7]. The multi-input combinational cells in the finished layout cover a total of 0.00186 mm².

The worst setup path is launched from an input pin. Worst slew slack as a fraction of its limit landed at 65.7%. In this run the number of H-tree levels came out at 1. Yosys cell count landed at 306. Global routing used 17.3% of the available tracks across all layers.

In the routed netlist, the antenna diode instances number 0. Count of antenna-violating nets left after detailed routing landed at 0. The routed layout has 2110 vias. Reported leakage power landed at 1.38 nW. The tightest min-delay check is of the flop to flop type. On the final layout, the worst clock skew is 0.00251 ns. Critical-path maximum fanout landed at 2. Final setup slack of the worst path landed at 0.0871 ns. The global route stage reports its total congestion overflow as 0. The first routing iteration left 68 violations. Measured slew at the worst slew-check pin landed at 0.510 ns.

Count of buffers from port buffering landed at 51. In this run the worst setup path terminates at font_a[9]. Tally of OpenROAD warnings landed at 29. According to the floorplan report, the total die area is 0.00539 mm². Count of state elements after synthesis landed at 27. Slack of the worst reg-to-reg path landed at 2.90 ns. Pre-placement core utilization landed at 53.0%. Power per unit of standard cell area landed at 232 mW/mm². The data required time reported for the critical path is 3.84 ns. Total setup violations reported at the end of the flow landed at 0. Number of fill cells in the layout landed at 413. Top-level I/O count landed at 102.

Counting stages on the worst path, the most repeated cell is clkdlybuf4s50_1. Maximum number of pins on one net before global-route repair landed at 26. For met2 alone, demand over resource in global routing was 26.5%. Delay of the slowest cell on the worst path landed at 0.54 ns. By instance count after routing, the leading logic cell type is clkdlybuf4s50_1. On the critical path, the stage with the largest delay is an instance of or4b_1. Detailed placement finished with a half-perimeter wire length of 3520 µm.

Per the detailed-route log, wirelength across all metal layers totals 4630 µm. In the Yosys report, the sequential cells make up 21.2% of the chip area. For reference, the most critical setup path is categorized as input pin to primary output. In this run the clock root is driven by a clkbuf_8. The die is 73.4 µm tall. Via count of the first global-routing pass landed at 1740. Highest clock frequency the design can meet landed at 0.212 GHz. The die is 73.4 µm wide. The clock period could shrink to 4.71 ns. The worst setup path is captured at a primary output. Counting distinct cell types in the post-synthesis netlist gives 46. Number of clock buffers inserted by TritonCTS landed at 3. Timing analysis after detailed placement gives a worst setup slack of -0.256 ns.

Counting every sink on the clock net gives 27. Count of max-cap constraint violations landed at 0. For reference, the critical path cell chain is clkdlybuf4s50_1 -> fa_1 -> ha_1 -> or4b_1 -> o2111ai_2 -> buf_4 -> nand4_1 -> xnor2_1 -> clkdlybuf4s50_1. For this run, asynchronously set or reset flops after synthesis account for 0%.

Post-synthesis, Yosys gives the total cell area as 0.00255 mm². Detailed-router iteration count before antenna repair landed at 4. For reference, the post-synthesis area per instance comes to 8.34 µm². Maximum vdd ir drop landed at 0.226 mV.

Ranking logic cells in the layout by count gives the top entries 43 x clkdlybuf4s50_1, 41 x nor2_1, 28 x buf_4, 27 x dfxtp_1, 26 x conb_1. Clock transition at the registers of the reported paths landed at 0.08 ns. The routed design shows a via density per instance of 4.82. Count of warnings emitted by yosys landed at 2.
flip-flops by register name, indices dropped and copies added, names as in the netlist:
register,cells
bc,26
beo,1
through the flow:
step / TNS (ns) / cell area (µm²) / std cells / total power, mW / hold WS (ns)
finish: 0 / 3290 / 438 / 0.765 / 0.460
global route: -0.0695 / 3290 / 438 / 0.823 / 0.501
CTS: 0 / 3210 / 435 / 0.736 / 0.469
detailed placement: -1.06 / 3100 / 430 / 0.587 / 0.450
global placement: -0.943 / 3100 / 430 / 0.587 / 0.433
floorplan: 0 / 2650 / 331 / 0.416 / 0.417
routing by layer:
layer | routed length, µm | vias up | share of wire (%)
met4 | 76 | 0 | 1.6
li1 | - | 1106 | -
met1 | 2250 | 942 | 49
met5 | 0 | - | 0
met3 | 189 | 15 | 4.1
met2 | 2110 | 47 | 46
critical path, delay by kind of cell:
kind / cells / cell delay (ns)
fa+ha+maj: 2 / 0.73
buf+inv: 3 / 1.13
simple gates: 2 / 0.63
xor+xnor: 1 / 0.17
compound gates: 1 / 0.12
cell usage after synthesis, types with 2 or more instances:
cell	number	area [µm²]
a211oi_1	3	22.5
a21o_1	3	22.5
a21oi_1	14	70.1
a31oi_1	3	18.8
and3_1	5	31.3
buf_4	38	285
buf_6	2	22.5
clkbuf_1	2	7.51
dfxtp_1	27	541
fa_1	9	180
ha_1	14	175
inv_1	11	41.3
mux2_2	2	22.5
mux4_2	2	45.0
nand2_1	20	75.1
nand2b_1	3	18.8
nand3_1	14	70.1
nand4_1	3	18.8
nor2_1	44	165
nor3_1	8	40.0
nor3b_1	2	15.0
o21ai_0	13	65.1
o21bai_1	2	15.0
or3_1	3	18.8
xnor2_1	19	166
xor2_1	20	175
repair_timing:
action,CTS,global route
pin swaps,11,12
resized,23,14
cloned,0,0
hold buffers,0,0
setup endpoints to repair,7,4
setup buffers,1,3
final cells by class:
class / count / area share (%)
inverter: 11 / 1.25
timing repair buffer: 79 / 21.9
clock buffer: 4 / 1.37
sequential: 27 / 16.4
tap: 67 / 2.55
multi-input combinational: 250 / 56.5
cells by family (layout without fill, tap and decap cells):
group	after synthesis	in the layout	share of synthesized area, %
other cells	1	26	0.147
flops	27	27	21.2
xor+xnor	39	39	13.4
buf+inv	54	94	14.2
simple gates	114	114	23.2
mux	4	4	2.65
compound gates	44	44	11.3
fa+ha+maj	23	23	13.9
where the power goes:
part	switching, mW	internal [mW]	leakage (nW)
combinational	0.161	0.253	1.14
sequential	0.00165	0.226	0.218
clock	0.0645	0.0594	0.0228
worst min path at each step:
stage / startpoint / end / slack [ns] / cells past startpoint
after global routing: bc[0]$_SDFF_PP0_ / bc[0]$_SDFF_PP0_ / 0.50 / 1
final: bc[0]$_SDFF_PP0_ / bc[0]$_SDFF_PP0_ / 0.46 / 1
after CTS: bc[0]$_SDFF_PP0_ / bc[0]$_SDFF_PP0_ / 0.47 / 1
No activity file was given, so power comes from the tool's default toggle rates.
